[run.sh]
#!/bin/bash
# OpenROAD 26Q1-2900-gdf79404cd8, Yosys 0.63+post, stock flow scripts
make -C /OpenROAD-flow-scripts/flow DESIGN_CONFIG=/design/flow/config.mk WORK_HOME=/design/flow/orfs finish
[config.mk]
export PLATFORM = sky130hd
export DESIGN_NAME = SelectionOfAvatar
export DESIGN_NICKNAME = SelectionOfAvatar
export VERILOG_FILES = /design/flow/design.v
export SDC_FILE = /design/flow/constraint.sdc
export NUM_CORES = 4
export LEC_CHECK = 1
export CORE_UTILIZATION = 50
[constraint.sdc]
current_design SelectionOfAvatar

set clk_period 16.7
set clk_io_pct 0.2

create_clock -name clk0 -period $clk_period [get_ports {CLK}]

set non_clock_inputs [all_inputs -no_clocks]
set_input_delay [expr $clk_period * $clk_io_pct] -clock clk0 $non_clock_inputs
set_output_delay [expr $clk_period * $clk_io_pct] -clock clk0 [all_outputs]
[design.v]
`timescale 1ns / 1ps
module SelectionOfAvatar(
						input [1:0] mode,
						input [5:0] userID,
						input [1:0] candidate,  
						input CLK,
						output reg [1:0] ballotBoxId,
						output reg [5:0] numberOfRegisteredVoters,
						output reg [5:0] numberOfVotesWinner,  
						output reg [1:0] WinnerId,
						output reg AlreadyRegistered,
						output reg AlreadyVoted,
						output reg NotRegistered,
						output reg VotingHasNotStarted,
						output reg RegistrationHasEnded
);
	reg [7:0] cycle;
	reg [63:0]registeredVoters;
	reg [63:0]votedVoters;
	reg [3:0][5:0] votes;
	reg [5:0] max_value;
	reg [1:0] max_id;
	initial begin
		numberOfVotesWinner = 6'b000000;
		numberOfRegisteredVoters = 6'b000000;
		numberOfVotesWinner = 6'b000000;
		WinnerId = 2'b00;
		cycle = 8'b00000000;
		for (integer i = 0; i < 64; i = i + 1) begin
			registeredVoters[i] = 1'b0;
		end
		for (integer i = 0; i < 64; i = i + 1) begin
			votedVoters[i] = 1'b0;
		end
		for (integer i = 0; i < 4; i = i + 1) begin
			votes[i] = 6'b000000;
		end
		max_value = 6'b000000;
		max_id = 2'b00;
	end
	always @(posedge CLK)
	begin
		cycle = cycle + 1;
		AlreadyRegistered = 1'b0;
		AlreadyVoted = 1'b0;
		NotRegistered = 1'b0;
		VotingHasNotStarted = 1'b0;
		RegistrationHasEnded = 1'b0;
		ballotBoxId = userID[5:4];
		if (cycle <= 8'd100) begin
			if (mode == 1'b0) begin
				if (registeredVoters[userID] == 1'b0) begin
					registeredVoters[userID] = 1'b1;
					numberOfRegisteredVoters = numberOfRegisteredVoters + 1'b1;
				end
				else begin
					AlreadyRegistered = 1'b1;
				end
			end
			else if (mode == 1'b1) begin
				VotingHasNotStarted = 1'b1;
			end
		end
		else if (8'd100 < cycle && cycle <= 8'd200) begin
			if (mode == 1'b1) begin
				if (registeredVoters[userID] == 1'b1) begin
					if (votedVoters[userID] == 1'b0) begin
						votes[candidate] = votes[candidate] + 1'b1;
						votedVoters[userID] = 1'b1;
					end
					else begin
						AlreadyVoted = 1'b1;
					end
				end
				else begin
					NotRegistered = 1'b1;
				end	
			end
			else if (mode == 1'b0) begin
				RegistrationHasEnded = 1'b1;
			end
		end
		else begin
			max_value = votes[0];
			max_id = 2'b00;
			for (integer i = 1; i < 4; i = i + 1) begin
				if (votes[i] > max_value) begin
					max_value = votes[i];
					max_id = i;
				end
			end
			WinnerId = max_id;
			numberOfVotesWinner = max_value;
		end
	end
endmodule
==> summary.txt <==
Physical implementation status

The max-capacitance violation count stands at 0. The root buffer cell chosen for the clock tree is sky130_fd_sc_hd__clkbuf_16. The vertical die size stands at 139.6 um. Note that the worst hold path type here is register to register.

The area occupied by registers stands at 5285 um2. STA classifies the critical path startpoint as a primary input. The worst hold slack after final layout stands at 450.8 ps. Summing every instance area after synthesis gives 9463 um2.

The initial standard-cell utilization of the core stands at 51.79%. Per STA, the endpoint of the critical path is votedVoters[57]$_DFFE_PP_. The areal power density over the cells stands at 91.99 nW/um2. The layout overhead on the synthesized area stands at 11.64%. The cell resize tally after clock tree synthesis stands at 0. The chip area from the yosys synthesis statistics stands at 9463 um2.

Buffers placed on the I/O ports in this run total 31. The final number of max-transition violations stands at 0. The count of clock tree sinks stands at 181. STA classifies the critical path endpoint as a register. The final worst-path cycle share stands at 38.75%.

The logic area stands at 3891 um2. The post-synth tally of flip-flops with integrated enable stands at 166. The horizontal extent of the die stands at 139.6 um. The Yosys warning count stands at 1. Subtracting the final worst setup slack from the clock period gives 6471 ps. The tally of unique sky130hd cells used after synthesis stands at 56.

After detailed routing, the number of remaining DRC violations is 0. Per the skew report, the later register of the worst-skew pair sees a clock latency of 440 ps. Tracing the worst setup path back leads to its startpoint at userID[3].

In the layout the commonest cells are sky130_fd_sc_hd__edfxtp_1 (166), sky130_fd_sc_hd__or2_2 (88), sky130_fd_sc_hd__nor2_1 (63). STA puts the critical path data required time at 16770 ps. For this block, the initial DRC count from the detailed router was 436. The synthesis report lists the most area-consuming cells as sky130_fd_sc_hd__edfxtp_1 (53%), sky130_fd_sc_hd__mux4_2 (7.4%), sky130_fd_sc_hd__or2_2 (5.8%), sky130_fd_sc_hd__ha_1 (4.1%), sky130_fd_sc_hd__dfxtp_1 (3.2%).

The number of cells in Yosys stat stands at 730. At the pin with the least slew margin, the transition time is 818.6 ps. The critical path data arrival time stands at 6540 ps.

The area share of the largest cell type after synthesis stands at 52.68%. The logs give a warning total of 33. The part of the Yosys area used for sequential elements stands at 55.85%. A synthesized cell averages 12.96 um2.

For this run, the slowest stage of the critical path takes 930 ps. The report lists the number of standard-cell rows as 49. The total of hold buffers inserted after clock tree synthesis stands at 0.

In this design, the largest share of critical-path delay is due to buffers and inverters. The wire length reported by the detailed router stands at 20810 um. The total I/O pin count stands at 32. The static power due to leakage stands at 0.003800 uW.

The total of fill cells in the finished design stands at 1445. In this run the register-to-register setup slack is 11110 ps. The post-route netlist has 22.06% of its cells at a drive strength greater than 1. The worst voltage drop across the vdd grid stands at 0.00007611 V. The estimated wirelength of the detail-placed design stands at 14640 um.

Setup repair after global routing left no endpoint under its margin. The number of cells on the worst reg-to-reg path is 21. The routed wirelength normalized by instance count stands at 20.73 um. The flow ran to the end, and the final reports show no timing, DRC or antenna violations. Clock-pin slew was measured on the worst setup and hold paths at 70 ps. In the synthesized netlist the async set-or-reset flop fraction comes to 0%. Looking at the critical path, the highest net fanout was 56. Per the detail_route report, the via count comes to 5992. The total CTS buffers stands at 17. Per the OpenROAD floorplan log, the area of the die is 19480 um2. Timing analysis after detailed placement gives a worst setup slack of 9863 ps. The total overflow reported by the global router stands at 0. The via count normalized by instance count stands at 5.968.

After floorplanning, the core was sized to cover 18270 um2. The critical path crosses 9 cells after its start point. The number of inserted diodes stands at 0. Listed in order, past its start point the critical path passes clkdlybuf4s50_1 -> nor2b_1 -> a22oi_1 -> a21oi_1 -> nor2_1 -> a21oi_1 -> nand2_1 -> nor2_4 -> buf_4. The critical path is of the primary input to register type. The number of antenna violations at the first check in global routing came to 0. The setup skew after layout stands at 18.90 ps. The final hold violation count stands at 0.

Entering global routing, the biggest net connects 57 pins. The final report gives the core utilization as 57.82%. The power consumption stands at 971.7 uW.

The count of endpoints failing setup in the final report stands at 0. After layout, the worst setup slack is 10230 ps. Post-CTS timing repair inserted 0 buffers for setup.

The post-synthesis sequential element count stands at 181. Among all flip-flop cells after synthesis, the most frequent one is sky130_fd_sc_hd__edfxtp_1. The most common logic cell in the final layout is sky130_fd_sc_hd__edfxtp_1. Timing would allow up to 154.5 MHz. For this design, the slowest cell found on the critical path is sky130_fd_sc_hd__clkdlybuf4s50_1. RePlAce ended its routability-driven mode at a weighted congestion of 0.9083.

The first global-routing pass estimated 33440 um of wire. In the global route stage, overall resource usage came out at 24.52%. The first detailed-routing pass ran for 5 iterations. Synthesis produced 730 cells. Setup total negative slack on the finished layout was measured at 0 ps. sky130_fd_sc_hd__edfxtp_1 takes more of the synthesized area than any other cell. Per the timing report, the most critical flop-to-flop path finishes at numberOfVotesWinner[3]$_DFFE_PP_. The total number of H-tree levels stands at 4. The number of global-route vias before repair stands at 6029.

TritonCTS built the clock tree. For the worst reg-to-reg path, the startpoint reported by OpenROAD is votes[10]$_DFFE_PP_. The remaining max-slew budget at the tightest pin stands at 44.92%. The clock tree buffer depth stands at 2.

Nets still carrying antenna violations after routing amount to 0. The total buffers and inverters traversed by the critical path stands at 2. In this design, the critical path's most frequently occurring cell is sky130_fd_sc_hd__a21oi_1.
## state kept, by name, indices dropped and copies added (netlist names), 2 cells and up
register	count
registeredVoters	64
votedVoters	64
votes	24
cycle	8
numberOfRegisteredVoters	6
numberOfVotesWinner	6
WinnerId	2
ballotBoxId	2
## per-stage QoR
step           instances  cell area, um2
2_1_floorplan        730            9463
3_3_place_gp         972            9977
3_5_place_dp         972            9977
4_1_cts             1004           10560
5_1_grt             1004           10560
6_report            1004           10560
## cell usage after synthesis, drive strengths merged (2+ instances only)
cell type and n:
o211ai 2, o22ai 20, edfxtp 166, nand2b 13
nor4b 2, buf 17, o31ai 2, and2 3
mux2 6, a211oi 2, nor3 9, a22o 3
a31oi 9, nor4 2, o21bai 30, xor2 8
nand2 39, clkbuf 10, o221ai 2, o21ai 4
mux4 42, a21oi 14, nor2 65, and3 7
or2 89, nand3 15, nor2b 6, a22oi 8
mux2i 7, xnor2 13, a21o 7, dfxtp 15
and4 3, ha 31, inv 38, o21a 8
o2bb2ai 2
## worst min path at each step
stage / slack [ps] / end / start / cells past startpoint
4_1_cts: 450 / cycle[0]$_DFF_P_ / cycle[0]$_DFF_P_ / 1
5_1_grt: 480 / cycle[0]$_DFF_P_ / cycle[0]$_DFF_P_ / 1
6_report: 450 / cycle[0]$_DFF_P_ / cycle[0]$_DFF_P_ / 1
## cells by family after synthesis
family,count (synthesis),synth area share (%)
muxes,55,11.89
DFF,181,55.85
adders and majority gates,31,4.099
buffers and inverters,66,3.173
and+or+nand+nor,257,14.21
AOI/OAI and AO/OA,119,8.833
xor gates and xnor gates,21,1.944
## report_power, final
group	internal [uW]	switching, uW	total [uW]
registers	500	4.21	504
clock network	207	185	392
logic	31.1	44.5	75.5
total	739	233	972
## metal layers
metal	up-vias	global-route usage, %	routed length [um]
met2	227	34.57	9318
li1	2809	-	-
met5	-	1.253	0
met4	0	3.991	406
met3	27	9.537	1903
met1	2929	40.82	9183
## worst register-to-register path, delay by kind of cell (launching register included)
kind	cells	cell delay, ps
buffers and inverters	1	230
AND/OR/NAND/NOR	4	550
multiplexers	2	750
AND-OR/OR-AND	11	2440
adder cells (fa/ha/maj)	3	950
flip-flops	1	500
## area by class of cell
cell class | instances | share of cell area [%]
clock buffer | 19 | 4.299
clock inverter | 13 | 1.255
inverter | 39 | 1.386
multi-input combinational | 483 | 36.84
sequential | 181 | 50.03
tap | 229 | 2.712
timing repair buffer | 40 | 3.482
Power figures rest on the tool's default switching activity, not on a simulated workload.

==> flow/design.v <==
`timescale 1ns / 1ps
module ROM (
			input [2:0] addr,
			output reg [7:0] dataOut
);
always @(*) begin
	case (addr)
		3'b000: dataOut = 8'b00000000;
		3'b001: dataOut = 8'b01010101;
		3'b010:	dataOut = 8'b10101010;
		3'b011:	dataOut = 8'b00110011;
		3'b100:	dataOut = 8'b11001100;
		3'b101:	dataOut = 8'b00001111;
		3'b110:	dataOut = 8'b11110000;
		3'b111:	dataOut = 8'b11111111;
	endcase
end
endmodule
module Difference_RAM (
						input mode,
						input [2:0] addr,
						input [7:0] dataIn,
						input [7:0] mask,
						input CLK,
						output reg [7:0] dataOut
);
reg [7:0][7:0] arr;
initial begin
	dataOut = 8'b00000000;
	for (integer i = 0; i < 8; i = i + 1) begin
		arr[i] = 8'b00000000;
	end
end
always @(posedge CLK) begin
	if (mode == 1'b0) begin
		if (mask >= dataIn) begin
			arr[addr] = mask - dataIn;
		end
		else begin 
			arr[addr] = dataIn - mask;
		end
	end
end
always @(*) begin
	if (mode == 1'b1) begin
		dataOut = arr[addr];
	end
end
endmodule
module EncodedMemory (
						input mode,
						input [2:0] index,
						input [7:0] number,
						input CLK,
						output [7:0] result
);
	wire [7:0] mask;
	ROM R(index, mask);
	Difference_RAM DR(mode, index, number, mask, CLK, result);
endmodule
==> flow/run.sh <==
#!/bin/bash
# OpenROAD 26Q1-2900-gdf79404cd8, Yosys 0.63+post, stock flow scripts
make -C /OpenROAD-flow-scripts/flow DESIGN_CONFIG=/design/flow/config.mk WORK_HOME=/design/flow/orfs finish
==> flow/config.mk <==
export PLATFORM = sky130hd
export DESIGN_NAME = EncodedMemory
export DESIGN_NICKNAME = EncodedMemory
export VERILOG_FILES = /design/flow/design.v
export SDC_FILE = /design/flow/constraint.sdc
export NUM_CORES = 4
export LEC_CHECK = 1
export CORE_UTILIZATION = 30
==> flow/constraint.sdc <==
current_design EncodedMemory

set clk_period 4.6
set clk_io_pct 0.2

create_clock -name clk0 -period $clk_period [get_ports {CLK}]

set non_clock_inputs [all_inputs -no_clocks]
set_input_delay [expr $clk_period * $clk_io_pct] -clock clk0 $non_clock_inputs
set_output_delay [expr $clk_period * $clk_io_pct] -clock clk0 [all_outputs]
==> impl_metrics.json <==
{
  "cts_tree": "done",
  "core-area_um2": 13900,
  "final_core_util": 0.365,
  "rows": 43,
  "numPortBuffers": 20,
  "fp.dieH_um": 122,
  "slowest_stage": "clkdlybuf4s50_1",
  "critical_path.max_stage_delay_ns": 0.50,
  "synth-main-ff-cell": "edfxtp_1",
  "grt.total_usage": 0.159,
  "dpl.hpwl_mm": 7.83,
  "untimed_endpoints": 16,
  "wl_met1_mm": 4.77,
  "unclocked_regs": 8,
  "cp_data_required_time_ns": 4.68,
  "yosysChipArea_um2": 4310,
  "post-cts-setup-buffers": 0,
  "most_common_cell": "nand2_1",
  "gp_congestion": 0.926,
  "leakage_nw": 2.10,
  "vias": 3218,
  "warnings": 40,
  "synth_area_um2": 4310,
  "async_flop_share": 0,
  "min_period_ns": 4.07,
  "cts-buffers-inserted": 9,
  "firstDrtPassIters": 4,
  "fp.dieW_um": 122,
  "rsz0062_at_grt": "false",
  "hp-class": "register to register",
  "postCtsHoldBufs": 0,
  "pin_count": 21,
  "power_density_nw_per_um2": 372,
  "synthTopCellsByCount": "nand2_1 (82), edfxtp_1 (64), o21ai_0 (39)",
  "crit_top_cell": "a21o_1",
  "grt-ovfl-total": 0,
  "top_layer": "met4",
  "whs_path_depth": 2,
  "peakVddDrop_mv": 0.178,
  "fin_crit_sh": 0.885,
  "grt_pass1_wl_mm": 17.3,
  "crit_path_start_kind": "input pin",
  "crit_fanout": 6,
  "dp_cells": 595,
  "wl_mm": 10.5,
  "drive_gt1_frac": 0.123,
  "via_per_inst": 5.27,
  "critical_path.endpoint_type": "register",
  "setup-tns-final_ns": 0,
  "crit_chain": "clkdlybuf4s50_1 -> nand2_1 -> a21boi_0 -> inv_1 -> fa_1 -> a21o_1 -> a21o_1 -> a221oi_4 -> buf_4 -> mux2i_1 -> xnor2_2 -> a22o_1",
  "yosysTopAreaCellShare": 0.446,
  "drt_iter0_drc": 259,
  "setup_violations": 0,
  "finalHoldViolations": 0,
  "dpl_cell_area_um2": 4760,
  "antennaDiodeCount": 0,
  "ys_types": 40,
  "arrival_ns": 4.16,
  "finish.instance_area_um2": 5080,
  "grt_max_degree": 34,
  "ys_ff": 72,
  "yosys-top-cells-area": "edfxtp_1 (45%), mux4_2 (8.4%), ha_1 (7.3%)",
  "drc": 0,
  "grt_pass1_vias": 3271,
  "fin_skew_ns": 0,
  "max_freq_ghz": 0.246,
  "crit_buf_inv": 3,
  "antenna_left": 0,
  "fp_util": 0.309,
  "wl_met2_mm": 4.54,
  "area.growth.synth_to_final_pct": 17.9,
  "cts_root_buf": "clkbuf_16",
  "wl_per_cell_um": 17.2,
  "clk_latency_ns": 0.32,
  "cp.depth": 12,
  "synth_area_per_cell_um2": 10.8,
  "tightest_slew_ns": 0.718,
  "slew_violations": 0,
  "synth_area_leader_cell": "edfxtp_1",
  "edf_count": 64,
  "status": "complete, no violations",
  "whs_ns": 0.554,
  "routed-wl-met3_mm": 1.02,
  "synthCells": 398,
  "ys_warn_count": 2,
  "dieArea_um2": 14900,
  "path_class": "input pin to register",
  "reg2regPathDepth": 2,
  "crit_family": "AND-OR/OR-AND gates",
  "h-tree-depth": 3,
  "clk_pin_slew_worst_paths_ns": 0.06,
  "grt_antenna_before_repair": 0,
  "cap_violations": 0,
  "instances_no_fill": 611,
  "postCtsResizedCells": 0,
  "ys_cells": 398,
  "clk_path_buf_depth": 2,
  "slew_headroom": 0.521
}
sequential cells by signal, summed over array words and instances, names as in the netlist:
signal      flops
DR.arr         64
DR.dataOut      8
layout make-up:
cell class                 count  area (um^2)
sequential                    72         2040
fill                        1344         8850
inverter                      26         97.6
multi-input combinational    284         2100
clock inverter                 7         96.3
tap                          180          225
timing repair buffer          33          298
clock buffer                   9          225
per-stage QoR:
| stage | power, mW | setup WS (ns) |
|---|---|---|
| finish | 1.89 | 0.527 |
| global route | 1.97 | 0.258 |
| CTS | 1.89 | 0.522 |
| detailed placement | 1.17 | 0.193 |
| global placement | 1.16 | 0.207 |
| floorplan | 1.04 | 0.270 |
layout by cell type, fill, tap and decap left out, drive strengths merged, types with 3 or more instances in the layout:
cell type	synthesis	final
nand2	82	82
nand3	8	8
mux2i	6	6
ha	25	25
clkdlybuf4s50	0	20
a21oi	13	13
and3	3	3
dlxtp	8	8
clkinv	0	3
a22o	20	20
buf	6	13
a32oi	4	4
o21ai	39	39
a32o	5	5
a221oi	3	3
clkbuf	10	9
nor3	3	3
inv	26	26
mux4	16	16
a21o	7	7
edfxtp	64	64
nor2	20	20
xnor2	7	7
worst paths after layout:
path | from | end | slack (ns)
max | index[0] | DR.arr[28] | 0.53
min | DR.arr[59] | DR.arr[59] | 0.55
max reg2reg | DR.arr[18] | DR.arr[18] | 3.62
min reg2reg | DR.arr[59] | DR.arr[59] | 0.55
worst reg2reg max path, delay by kind of cell (launching register included):
family             cells  cell delay, ns
DFF                    1            0.44
AOI/OAI and AO/OA      2            0.28
routing by layer:
layer,up-vias,GRT usage
met2,152,0.232
met5,-,0.0174
met4,0,0.0216
li1,1523,-
met3,15,0.0625
met1,1528,0.238
logic make-up after synthesis:
kind of cell,after synthesis,synth area share
AND-OR/OR-AND,102,0.163
XOR/XNOR,7,0.0229
adder cells (fa/ha/maj),27,0.0818
buffers and inverters,42,0.0395
flip-flops,64,0.446
latches,8,0.0279
multiplexers,22,0.0975
AND/OR/NAND/NOR,126,0.122
report_power, final:
group	leakage [nW]	switching (mW)	total [mW]	internal (mW)
clock	0.149	0.252	0.726	0.474
sequential	0.695	0.0298	0.753	0.723
combinational	1.26	0.237	0.410	0.173
No activity file was given, so power comes from the tool's default toggle rates.

`flow/design.v`:
```
`timescale 1ns / 1ps
module lab3_2(
			input[5:0] money,
			input CLK,
			input vm,  
			input [2:0] productID,  
			input sugar,  
			output reg [5:0] moneyLeft,
			output reg [4:0] itemLeft,
			output reg productUnavailable, 
			output reg insufficientFund ,  
			output reg notExactFund ,  
			output reg invalidProduct,  
			output reg sugarUnsuitable,  
			output reg productReady	 
	);
	reg [4:0] numOfSandwiches;
	reg [4:0] numOfChocolate;
	reg [4:0] numOfWaterVM0;
	reg [4:0] numOfWaterVM1;
	reg [4:0] numOfCoffee;
	reg [4:0] numOfTea;
	initial 
	begin
		numOfSandwiches = 5'b01010;
		numOfChocolate = 5'b01010;
		numOfWaterVM0 = 5'b00101;
		numOfWaterVM1 = 5'b01010;
		numOfCoffee = 5'b01010;
		numOfTea = 5'b01010;
	end
	always @(posedge CLK) begin
		productUnavailable = 1'b0;
		insufficientFund = 1'b0;
		notExactFund = 1'b0;
		invalidProduct = 1'b0;
		sugarUnsuitable = 1'b0;
		productReady = 1'b0;
		if (productID == 3'b101 | productID == 3'b110 | productID == 3'b111) begin
				invalidProduct = 1'b1;
		end
		else begin 
			if (vm == 0 & (productID == 3'b011 | productID == 3'b100)) begin
				invalidProduct = 1'b1;
			end
			else if (vm == 1 & (productID == 3'b000 | productID == 3'b001)) begin
				invalidProduct = 1'b1;
			end
			else begin
					invalidProduct = 1'b0;
			end
		end
		if (invalidProduct == 0) begin
			case (productID)
				3'b000: begin
					if (numOfSandwiches == 5'b00000) begin
						productUnavailable = 1'b1;
					end
					else begin
						productUnavailable = 1'b0;
					end
				end
				3'b001: begin
					if (numOfChocolate == 5'b00000) begin
						productUnavailable = 1'b1;
					end
					else begin
						productUnavailable = 1'b0;
					end
				end
				3'b010: begin
					if (vm == 0) begin
						if (numOfWaterVM0 == 5'b00000) begin
							productUnavailable = 1'b1;
						end
						else begin
							productUnavailable = 1'b0;
						end
					end
					else if (vm == 1) begin
						if (numOfWaterVM1 == 5'b00000) begin
							productUnavailable = 1'b1;
						end
						else begin
							productUnavailable = 1'b0;
						end
					end
				end
				3'b011: begin
					if (numOfCoffee == 5'b00000) begin
						productUnavailable = 1'b1;
					end
					else begin
						productUnavailable = 1'b0;
					end
				end
				3'b100: begin
					if (numOfTea == 5'b00000) begin
						productUnavailable = 1'b1;
					end
					else begin
						productUnavailable = 1'b0;
					end
				end
				default: productUnavailable = 1'b0;
			endcase
		end
		else if (invalidProduct == 1) begin
			productUnavailable = 1'b0;
		end
		if (vm == 1 & productID == 3'b010 & sugar == 1'b1) begin
			sugarUnsuitable = 1'b1;
		end
		else begin
			sugarUnsuitable = 1'b0;
		end
		if (vm == 0 & productID == 3'b000 & money != 6'b010100) begin 
			notExactFund = 1'b1;
		end
		else if (vm == 0 & productID == 3'b001 & money != 6'b001010) begin 
			notExactFund = 1'b1;
		end
		else if (vm == 0 & productID == 3'b010 & money != 6'b000101) begin 
			notExactFund = 1'b1;
		end
		else begin 
			notExactFund = 1'b0;
		end
		if (vm == 1 & productID == 3'b010 & money < 6'b000101) begin
			insufficientFund = 1'b1;
		end
		else if (vm == 1 & productID == 3'b011 & money < 6'b001100) begin
			insufficientFund = 1'b1;
		end
		else if (vm == 1 & productID == 3'b100 & money < 6'b001000) begin
			insufficientFund = 1'b1;
		end
		else begin
			insufficientFund = 1'b0;
		end		
		case (vm) 
			1'b0:
				productReady = !invalidProduct & !productUnavailable & !notExactFund;
			1'b1: 
				productReady = !invalidProduct & !productUnavailable & !sugarUnsuitable & !insufficientFund;
		endcase
		if (productReady == 1'b1) begin
			case (productID)
				3'b000: begin
					numOfSandwiches = numOfSandwiches - 1;
					itemLeft = numOfSandwiches;
					case (vm)
						1'b0: begin
							moneyLeft = 6'b000000;
						end
						1'b1: begin
							moneyLeft = money - 6'b010100;
						end
					endcase
				end
				3'b001: begin
					numOfChocolate = numOfChocolate - 1;
					itemLeft = numOfChocolate;
					case (vm)
						1'b0: begin
							moneyLeft = 6'b000000;
						end
						1'b1: begin
							moneyLeft = money - 6'b001010;
						end
					endcase
				end
				3'b010: begin
					if (vm == 0) begin
						numOfWaterVM0 = numOfWaterVM0 - 1;
						itemLeft = numOfWaterVM0;
					end
					else if (vm == 1) begin
						numOfWaterVM1 = numOfWaterVM1 - 1;
						itemLeft = numOfWaterVM1;
					end
					case (vm)
						1'b0: begin
							moneyLeft = 6'b000000;
						end
						1'b1: begin
							moneyLeft = money - 6'b000101;
						end
					endcase
				end
				3'b011: begin
					numOfCoffee = numOfCoffee - 1;
					itemLeft = numOfCoffee;
					case (vm)
						1'b0: begin
							moneyLeft = 6'b000000;
						end
						1'b1: begin
							moneyLeft = money - 6'b001100;
						end
					endcase
				end
				3'b100: begin
					numOfTea = numOfTea - 1;
					itemLeft = numOfTea;
					case (vm)
						1'b0: begin
							moneyLeft = 6'b000000;
						end
						1'b1: begin
							moneyLeft = money - 6'b001000;
						end
					endcase
				end
			endcase
		end
		else begin
			itemLeft = 5'bxxxxx;
			moneyLeft = money;
		end
		if (invalidProduct == 1'b1) begin
			productUnavailable = 1'bx;
			sugarUnsuitable = 1'bx;
			notExactFund = 1'bx;
			insufficientFund = 1'bx;
		end
		else if (productUnavailable == 1'b1) begin
			sugarUnsuitable = 1'bx;
			notExactFund = 1'bx;
			insufficientFund = 1'bx;
		end
		else if (sugarUnsuitable == 1'b1) begin 
			notExactFund = 1'bx;
			insufficientFund = 1'bx;
		end
		else if (notExactFund == 1'b1) begin
			insufficientFund = 1'bx;
		end
		else begin
		end
		case (vm) 
			1'b0: begin  
				sugarUnsuitable = 1'bx;
				insufficientFund = 1'bx;
			end
			1'b1: notExactFund = 1'bx;
		endcase
	end
endmodule
```
`flow/config.mk`:
```
export PLATFORM = sky130hd
export DESIGN_NAME = lab3_2
export DESIGN_NICKNAME = lab3_2
export VERILOG_FILES = /design/flow/design.v
export SDC_FILE = /design/flow/constraint.sdc
export NUM_CORES = 4
export LEC_CHECK = 1
export CORE_UTILIZATION = 50
```
`flow/run.sh`:
```
#!/bin/bash
# OpenROAD 26Q1-2900-gdf79404cd8, Yosys 0.63+post, stock flow scripts
make -C /OpenROAD-flow-scripts/flow DESIGN_CONFIG=/design/flow/config.mk WORK_HOME=/design/flow/orfs finish
```
`flow/constraint.sdc`:
```
current_design lab3_2

set clk_period 5.2
set clk_io_pct 0.2

create_clock -name clk0 -period $clk_period [get_ports {CLK}]

set non_clock_inputs [all_inputs -no_clocks]
set_input_delay [expr $clk_period * $clk_io_pct] -clock clk0 $non_clock_inputs
set_output_delay [expr $clk_period * $clk_io_pct] -clock clk0 [all_outputs]
```
==> flow_summary_export.csv <==
group,metric,value,unit
routing,vias_per_cell,5.62,
global_routing,grt_pass1_wl,11400,um
global_routing,grt.busiest_layer,"met1",
pwr,irDropWorstVdd,0.131,mV
routing,vias,2311,
timing,worst_pin_slew,0.884,ns
synth,ys_seq_share,44.0,%
timing,rsz0062_at_grt,"false",
clock_network,cts_setup_buffers,0,
synth,synth-main-ff-cell,"edfxtp_1",
global_routing,grtUsageMet1,42.7,%
die,fp-utilization,51.8,%
worst_hold_path,hold-path-endpoint,"numOfWaterVM1[4]",
worst_hold_path,hold-path-cell-count,1,
synth,syn_area_per_cell,10.4,um2
run_status,outcome,"finished clean",
synth,synthCells,296,
clock_network,cts_hold_buf,0,
worst_setup_path,crit_path_start_kind,"primary input",
placed_design,dp.final_hpwl,5320,um
global_routing,grt_max_degree,24,
timing,slew_viol_final,0,
clock_network,htree_levels,2,
cells_and_area,fillers,494,
worst_setup_path,end_kind,"register",
die,die_w,80.3,um
worst_setup_path,crit_path_max_incr_delay,1.05,ns
synth,ys_seq_elements,47,
synth,synthesis.area,3070,um2
placed_design,port-buffer-count,28,
timing,final-hold-violation-count,0,
worst_setup_path,r2r-end,"numOfTea[4]",
routing,first_pass_iters,4,
worst_setup_path,reg2reg_from,"numOfChocolate[0]",
synth,synth.yosys.warnings,1,
cells_and_area,area_delta_synth_final,15.9,%
die,rows,28,
timing,finClkSkew,0.00581,ns
clock_network,clkLatencyLatePin,0.30,ns
cells_and_area,mostFrequentLayoutCells,"edfxtp_1, inv_1, clkdlybuf4s50_1",
routing,wirelength,7100,um
worst_setup_path,crit_required,5.14,ns
pwr,leakage,1.42,nW
placed_design,gp_congestion,0.921,
global_routing,grt_util_met2,36.9,%
synth,ys_chip_area,3070,um2
synth,synth.area.top_cells,"edfxtp_1, ha_1, xor2_1",
flow_run,drv_cap,0,
synth,synthAdderAreaFrac,11.0,%
synth,edf_count,41,
clock_network,numClockSinks,47,
timing,timing.hold.ws,0.625,ns
die,die_h,80.3,um
flow_run,warnings,43,
synth,ys_sh_mux,2.94,%
synth,simple_gate_share,15.2,%
timing,min_period_over_period,78.9,%
die,core-area,5920,um2
cells_and_area,seq_area,1350,um2
synth,synth_cell_types,58,
pwr,power_density,226,nW/um2
timing,slew_headroom,40.9,%
routing,wl_per_cell,17.3,um
clock_network,cts_tree,"yes",
timing,fin_crit,4.10,ns
synth,synthTopLogicFamily,"simple AND/OR/NAND/NOR gates",
timing,finalSetupTns,0,ns
timing,setup_viol,0,
global_routing,grt_use_met3,4.38,%
worst_setup_path,r2r_cells,8,
routing,drt_iter0_markers,238,
synth,top_area_cell,"edfxtp_1",
die,design.portCount,29,
global_routing,grt_overflow,0,
timing,max_freq,0.244,GHz
worst_setup_path,worstPathCellList,"clkdlybuf4s50_1 -> or3b_4 -> a211oi_2 -> o311a_4 -> nor4_4 -> nand2_4 -> nor3_1",
die,dieArea,6450,um2
worst_setup_path,rrSetupSlack,2.68,ns
synth,async_flop_share,0,%
worst_setup_path,cp.arrival,4.04,ns
clock_network,cts_buffers,5,
synth,synth_top_area_share,40.1,%
routing,drc,0,
worst_setup_path,crit_buf_inv,1,
global_routing,grt_usage,25.0,%
global_routing,first_global_vias,2148,
synth,post_synth_xor_area_fraction,6.57,%
clock_network,clk_pin_slew,0.09,ns
worst_setup_path,crit_family,"simple AND/OR/NAND/NOR gates",
global_routing,antenna_found_initial,0,
clock_network,ctsLongestPathBuffers,2,
cells_and_area,drive_gt1_share,7.74,%
synth,ys_cells,296,
routing,postRouteAntennaNets,0,
worst_setup_path,worstSetupPathType,"in2reg",
worst_hold_path,hp-class,"reg2reg",
routing,n_antenna_cell,0,
worst_hold_path,worstHoldStart,"numOfWaterVM1[4]",
clock_network,root_buffer,"clkbuf_8",
cells_and_area,logic_area,1590,um2
cells_and_area,layout_top_cell,"edfxtp_1",
clock_network,cts_resized,0,
worst_setup_path,crit_fanout,23,
worst_setup_path,worst_path_max_delay_cell,"clkdlybuf4s50_1",
synth,aoi_share,14.9,%
-- synthesized netlist by cell type, types with 3 or more instances --
master	instances
ha_1	27
a31oi_1	5
nor3_1	14
nand2_1	16
and3_1	5
xor2_1	14
xnor2_1	9
o21ai_0	11
edfxtp_1	41
o22ai_1	3
mux2i_1	3
dfxtp_1	6
a21oi_1	17
a211oi_1	3
nand2b_1	4
a22oi_1	6
clkbuf_1	6
inv_1	28
nand3_1	3
nor2_1	23
nor2b_1	7
-- cell families after synthesis --
kind of cell | count (synthesis)
XOR/XNOR | 23
adder cells (fa/ha/maj) | 27
other | 1
AND-OR/OR-AND | 66
buffers and inverters | 39
flip-flops | 47
multiplexers | 7
AND/OR/NAND/NOR | 86
-- routing by layer --
metal | up-vias | part of all wire [%]
met1 | 1078 | 47
met2 | 84 | 45
met5 | - | 0
met3 | 6 | 6.8
li1 | 1143 | -
met4 | 0 | 0.83
-- per-stage QoR --
step / area [um2] / total power, mW / instances / utilization, % / setup WS [ns]
6_report: 3560 / 0.804 / 411 / 60.1 / 1.10
5_1_grt: 3560 / 0.841 / 411 / 60.1 / 0.963
4_1_cts: 3560 / 0.810 / 411 / 60.1 / 1.18
3_5_place_dp: 3460 / 0.572 / 403 / 58.4 / 0.860
3_3_place_gp: 3460 / 0.572 / 403 / 58.4 / 0.893
2_1_floorplan: 3110 / 0.514 / 306 / - / 1.96
-- report_power, final --
group / switching (mW) / total (mW) / internal (mW)
registers: 0.00428 / 0.427 / 0.423
logic: 0.0755 / 0.138 / 0.0622
clock network: 0.130 / 0.239 / 0.109
-- how the worst max path moves through the flow --
| stage | from | endpoint | slack, ns | cells past startpoint |
|---|---|---|---|---|
| after CTS | productID[0] | numOfTea[3] | 1.18 | 7 |
| after global routing | productID[0] | numOfCoffee[4] | 0.96 | 7 |
| final | productID[0] | numOfTea[4] | 1.10 | 7 |
-- area by class of cell --
| cell class | instances | area share, % |
|---|---|---|
| well taps | 75 | 2.64 |
| flip-flops and latches | 47 | 38.0 |
| inverters | 29 | 3.13 |
| multi-input cells | 220 | 44.8 |
| clock inverters | 2 | 0.387 |
| repair buffers | 32 | 8.73 |
| clock buffers | 6 | 2.32 |
-- sequential cells by signal, indices dropped and copies added (netlist names) --
name,flops
notExactFund,1
numOfChocolate,5
itemLeft,5
productUnavailable,1
numOfCoffee,5
sugarUnsuitable,1
moneyLeft,6
numOfSandwiches,5
numOfWaterVM1,5
insufficientFund,1
productReady,1
numOfTea,5
invalidProduct,1
numOfWaterVM0,5
Power is estimated from default activity; no workload was simulated.
